`flow/config.mk`:
```
export PLATFORM = sky130hd
export DESIGN_NAME = fir_filter
export DESIGN_NICKNAME = fir_filter
export VERILOG_FILES = /design/flow/design.v
export SDC_FILE = /design/flow/constraint.sdc
export NUM_CORES = 4
export LEC_CHECK = 1
export CORE_AREA = 10 10 75 75
export DIE_AREA = 0 0 85 85
```
`flow/constraint.sdc`:
```
current_design fir_filter

set clk_period 2.6
set clk_io_pct 0.2

create_clock -name clk0 -period $clk_period [get_ports {clk}]

set non_clock_inputs [all_inputs -no_clocks]
set_input_delay [expr $clk_period * $clk_io_pct] -clock clk0 $non_clock_inputs
set_output_delay [expr $clk_period * $clk_io_pct] -clock clk0 [all_outputs]
```
`flow/design.v`:
```
module fir_filter #(
    parameter N = 4,
    parameter DATA_WIDTH = 16
)(
    input  wire clk,
    input  wire reset_n,
    input  wire signed [DATA_WIDTH-1:0] x_in, 
    output reg  signed [DATA_WIDTH-1:0] y_out 
);
    reg signed [DATA_WIDTH-1:0] coeff [0:N-1];
    initial begin
        coeff[0] = 16'sd8192;
        coeff[1] = 16'sd8192;
        coeff[2] = 16'sd8192;
        coeff[3] = 16'sd8192;
    end
    reg signed [DATA_WIDTH-1:0] x_reg [0:N-1];
    integer i;
    always @(posedge clk or negedge reset_n) begin
        if (!reset_n) begin
            for (i=0; i<N; i=i+1) x_reg[i] <= 0;
            y_out <= 0;
        end else begin
            for (i=N-1; i>0; i=i-1)
                x_reg[i] <= x_reg[i-1];
            x_reg[0] <= x_in;
            y_out <= (coeff[0]*x_reg[0] + coeff[1]*x_reg[1] +
                      coeff[2]*x_reg[2] + coeff[3]*x_reg[3]) >>> 14;
        end
    end
endmodule
```
`flow/run.sh`:
```
#!/bin/bash
# OpenROAD 26Q1-2900-gdf79404cd8, Yosys 0.63+post, stock flow scripts
make -C /OpenROAD-flow-scripts/flow DESIGN_CONFIG=/design/flow/config.mk WORK_HOME=/design/flow/orfs finish
```
==> flow_summary.json <==
{
  "outcome": "finished, final reports clean",
  "placementRows": 23,
  "grt_pass1_wl_mm": 1.52,
  "grt_max_degree": 16,
  "warnings": 38,
  "worst_skew_pair.late_latency_ns": 0.24,
  "cp-start-kind": "flip-flop",
  "cp_cell_sequence": "ha_4 > fa_1 > inv_1 > fa_1 > inv_1 > ha_2 > xnor2_2 > xnor2_1 > xnor2_1",
  "hold_viol_final": 0,
  "cts_htree_levels": 1,
  "postSynthSeqShare_pct": 55.8,
  "cp_data_required_time_ns": 2.77,
  "grt_use_total_pct": 2.54,
  "coreArea_um2": 4060,
  "cp-startpoint": "x_reg[1][1]",
  "p_per_area_nw_per_um2": 886,
  "finalSetupTns_ns": 0,
  "vias": 298,
  "post_cts_buffers": 0,
  "tightest_slew_ns": 0.616,
  "ff2ff_setup_slack_ns": 0.14,
  "r2r_end": "y_out[1]",
  "first_pass_iters": 1,
  "gp_congestion": 0.741,
  "skew_ns": 0.00307,
  "edf_count": 0,
  "crit_arrival_ns": 2.63,
  "yosysTopAreaCell": "dfrtp_1",
  "syn_area_um2": 628,
  "crit_type": "flip-flop to flip-flop",
  "clock.fmax_ghz": 0.406,
  "area_growth_pct": 37.5,
  "routedWlPerCell_um": 8.95,
  "floorplan.core_util_pct": 15.5,
  "wl_um": 949,
  "ys_ff": 14,
  "grt_overflow": 0,
  "synthArstFlopShare_pct": 100,
  "common_cells": "buf_4 (14), dfrtp_1 (14), xnor2_1 (7)",
  "nFillCells": 416,
  "setup-violations-final": 0,
  "report.final.slew_viol_count": 0,
  "hold_buffers": 0,
  "rsz0062_at_grt": "no",
  "dieArea_um2": 7230,
  "ys_cells": 46,
  "drc": 0,
  "numCtsBuffers": 3,
  "cts_tree": "built",
  "drt-initial-drc-count": 0,
  "diodes": 0,
  "clock-sinks": 14,
  "ff2ff_path_depth": 9,
  "power_w": 0.000765,
  "vdd_drop_max_v": 0.000274,
  "cts_root_buf": "clkbuf_8",
  "dp.final_hpwl_um": 718,
  "drive_gt1_share_pct": 12.5,
  "fin_crit_sh_pct": 94.7,
  "cts-resized-gates": 0,
  "vias_per_cell": 2.81,
  "die_h_um": 85,
  "worst_slew_margin_rel_pct": 58.8,
  "port_buffers": 20,
  "reg2reg_from": "x_reg[1][1]",
  "slowest_stage": "fa_1",
  "detail-route-antenna-nets": 0,
  "cap_violations": 0,
  "crit_path_end_kind": "flip-flop",
  "syn_area_per_cell_um2": 13.7,
  "ios": 34,
  "max_stage_delay_ns": 0.50,
  "clkTransAtPathRegs_ns": 0.06,
  "syn_inst": 46,
  "post-route-min-period_ns": 2.46,
  "yosys-top-cells-area": "dfrtp_1 (56%), buf_4 (17%), xnor2_1 (9.8%)",
  "synth_top_flop_cell": "dfrtp_1",
  "synth_cell_types": 7,
  "cts_buffer_depth": 2,
  "crit_end": "y_out[1]",
  "yosys_warnings": 2,
  "largest_reg_flops": 12,
  "p_leak_nw": 0.355,
  "yosysChipArea_um2": 628,
  "crit_fanout": 2,
  "hp-class": "flip-flop to flip-flop",
  "antenna_found_initial": 0,
  "fp.dieW_um": 85,
  "grt_pass1_vias": 319,
  "netlist.area_leader.share_pct": 55.8
}
-- how the worst min path moves through the flow --
stage                 end  slack, ns  cells past startpoint         from
finish        x_reg[1][0]       0.37                      0  x_reg[0][0]
global route  x_reg[1][1]       0.39                      0  x_reg[0][1]
CTS           x_reg[1][1]       0.38                      0  x_reg[0][1]
-- cells in the final DEF, fill, tap and decap left out --
master           netlist  final
and2_1                 1      1
clkbuf_8               0      4
clkdlybuf4s50_1        0     20
dfrtp_1               14     14
fa_1                   2      2
ha_1                   4      2
ha_2                   0      1
ha_4                   0      1
inv_1                  4      4
xnor2_1                7      6
xnor2_2                0      1
-- cell families (layout without fill, tap and decap cells) --
kind of cell             Yosys count  after routing  synth area share [%]
adder cells (fa/ha/maj)            6              6                  14.3
flip-flops                        14             14                  55.8
XOR/XNOR                           7              7                  9.76
AND/OR/NAND/NOR                    1              1                 0.997
buffers and inverters             18             28                  19.1
-- per-layer routing --
metal	up-vias	wire length [µm]	GRT usage, %	share of wire [%]
met1	128	463	3.21	49
met2	23	251	2.86	26
met5	-	0	0	0
met4	0	2	0.150	0.21
met3	2	231	2.89	24
li1	145	-	-	-
-- area by class of cell --
cell class	instances	area, µm²	area share [%]
clock buffers	4	55.1	6.38
flip-flops and latches	14	350	40.6
inverters	4	15.0	1.74
multi-input cells	14	180	20.9
repair buffers	20	200	23.2
well taps	50	62.6	7.25
-- where the power goes --
part	internal (W)	total [W]	switching (W)
Clock	0.000134	0.000206	0.0000720
Combinational	0.000236	0.000284	0.0000486
Sequential	0.000242	0.000275	0.0000326
Total	0.000612	0.000765	0.000153
-- metrics by stage --
stage               hold slack (ns)  setup WS [ns]  cells  instance area, µm²  util [%]
floorplan                     0.224          0.165     46                 628         -
global placement              0.360         0.0962    102                 786      19.4
detailed placement            0.364         0.0965    102                 786      19.4
CTS                           0.377         0.0540    106                 841      20.7
global route                  0.389         0.0467    106                 863      21.3
finish                        0.369          0.138    106                 863      21.3
-- critical path, delay by kind of cell (launching register included) --
kind	cells	cell delay, ns
XOR/XNOR	3	0.45
buffers and inverters	2	0.09
flip-flops	1	0.41
adder cells (fa/ha/maj)	4	1.43
Power is estimated from default activity; no workload was simulated.
