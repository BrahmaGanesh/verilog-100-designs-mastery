$ cat flow/config.mk
export PLATFORM = sky130hd
export DESIGN_NAME = booth_multiplier
export DESIGN_NICKNAME = booth_multiplier
export VERILOG_FILES = /design/flow/design.v
export SDC_FILE = /design/flow/constraint.sdc
export NUM_CORES = 4
export LEC_CHECK = 1
export CORE_UTILIZATION = 30
$ cat flow/constraint.sdc
current_design booth_multiplier

set clk_period 31.1
set clk_io_pct 0.2

create_clock -name clk0 -period $clk_period

set non_clock_inputs [all_inputs -no_clocks]
set_input_delay [expr $clk_period * $clk_io_pct] -clock clk0 $non_clock_inputs
set_output_delay [expr $clk_period * $clk_io_pct] -clock clk0 [all_outputs]
$ cat flow/design.v
module booth_multiplier (
    input  signed [7:0] multiplicand,
    input  signed [7:0] multiplier,
    output signed [15:0] product
);
    reg signed [15:0] A, S, P;
    integer i;
    always @(*) begin
        A = {multiplicand, 8'b0};
        S = {-multiplicand, 8'b0};
        P = {{8{multiplier[7]}}, multiplier, 1'b0};
        for (i = 0; i < 8; i = i + 1) begin
            case (P[1:0])
                2'b01: P = P + A;   
                2'b10: P = P + S;   
            endcase
            P = P >>> 1;
        end
    end
    assign product = P[15:0];
endmodule
$ cat flow/run.sh
#!/bin/bash
# OpenROAD 26Q1-2900-gdf79404cd8, Yosys 0.63+post, stock flow scripts
make -C /OpenROAD-flow-scripts/flow DESIGN_CONFIG=/design/flow/config.mk WORK_HOME=/design/flow/orfs finish
==> deck_impl_summary.md <==
Implementation Results

Status
  – Status: finished, final reports clean

Synthesis
  – Area share of fa/ha/maj cells after synthesis: roughly 18%
  – Syn_area_per_cell: 7.19 um^2
  – Simple-Gate Fraction of Synth Area: between 20% and 30%
  – Synth Cell Area: ~5300 um^2
  – Main logic family after synthesis: AND-OR/OR-AND gates
  – Yosys stat chip area: ~5300 um^2
  – Aoi share: 25.8%
  – Yosys cell count: 744
  – Area fraction in mux cells: under 10%
  – Synth Seq Share: 0%
  – Gate Count Post-Synth: approximately 740
  – Distinct lib cells used: between 80 and 90
  – Yosys warns: 1
  – XOR/XNOR Fraction of Synth Area: between 10% and 20%

GRT
  – Met2 usage: 25.4%
  – Largest net degree at the start of global routing: 24
  – First-pass GRT wire length: between 20000 and 25000 um
  – GRT Overall Usage: between 10% and 20%
  – Grt ovf: 0
  – Most used routing layer: met1
  – Vias in the first global route: about 4700
  – Initial antenna violation count: 0
  – Met1 Usage GRT: a little over a quarter
  – Routing usage on met3: under 10%

Detailed routing
  – Via Count: 5248
  – DRT iter0 DRCs: 387
  – 1st-pass router iterations: 5
  – Wire per inst: about 15 um
  – Drc violations: 0
  – Detailed-route wire length: approximately 15000 um
  – Antenna diode count: 0
  – Routed vias/inst: between 5 and 6
  – Antenna Nets Post-Route: 0

Floorplan
  – Die Y: ~140 um
  – Die area: between 15000 and 20000 um^2
  – Number of I/O pins: 32
  – Row cnt: approximately 48
  – Die X: between 100 and 150 um
  – Init Core Util: roughly 30%
  – Core Footprint: between 15000 and 20000 um^2

CTS
  – Hold-fix buffers, CTS: 0
  – Post_cts resized: 0
  – Post CTS Setup Buffer Count: 0

STA
  – Post-route setup TNS: 0 ns
  – Final period utilization: 85.1%
  – Pins Over Slew Limit: 0
  – Tmin final: approximately 26 ns
  – Least-Margin Pin Slew: ~0.72 ns
  – Hold Vio Cnt, Final: 0
  – RSZ-0062 raised after global routing: false
  – Top achievable clock speed: approximately 38 MHz
  – Setup-failing EPs final: 0
  – Slew margin rel.: 51.6%

Worst setup path
  – Cell mode on critical path: ha_1
  – CP max FO: 13
  – Worst setup EP type: output port
  – Worst path max stage delay: a little under 0.7 ns
  – CP Class: in2out
  – Worst path required time: roughly 25 ns
  – Startpoint Class: input port
  – Crit path launch: multiplicand[0]
  – Worst Path Arrival: a little over 20 ns
  – Slowest-stage cell, CP: clkdlybuf4s50_1

Min path
  – Worst Hold Class: in2out
  – Hold worst-path end: product[0]
  – WHS Path Cells: 5
  – Worst Min Path Start: multiplier[0]

Run
  – Max_cap viols: 0
  – OpenROAD warnings: 35

Place
  – PortBufs: 32
  – Placed Area: between 5000 and 6000 um^2
  – DPL Wire Length: around 12000 um
  – Cells after DPL: 978
  – GP Congestion: roughly 0.9

Cells and area
  – Flop area: 0 um^2
  – Share of layout cells above drive strength 1: under 10%
  – Final instance area: roughly 6000 um^2
  – Layout Utilization: between 30% and 40%
  – Area added between synthesis and finish: 9.31%
  – Clock buffers: 0
  – Flop count: 0
  – Tally of non-filler cells in the final layout: about 980

Power and ir drop
  – Leakage power: approximately 2.4 nW
  – Max IR drop VDD: approximately 0.00013 V
  – Pwr per Cell Area: approximately 110 nW/um^2
  – Design Power: ~0.64 mW
## layout by cell type, fill, tap and decap left out, types with 4 or more instances in the layout
cell type        count
o21ai_1              6
and4_1               4
nor4_1               6
nor3b_1              4
buf_4                5
inv_1               43
ha_1                63
nand2_1             85
mux2_2              20
nand3b_1             4
o31ai_1              6
and3_1               8
nor3_1              20
xnor2_1             64
and2_1               5
xor2_1              38
a31oi_1             12
mux2i_1             11
o21ai_0             37
o211ai_1             4
a211oi_1             8
o221ai_1             4
a21o_1              19
nor2_1              39
or3_1                6
fa_1                 8
a21oi_1             44
clkdlybuf4s50_1     32
nand3_1             25
nor2b_1              7
a211o_1              4
nand2b_1            20
nand4_1              7
## worst max-delay path by stage
stage	end	slack, ns	cells past startpoint
CTS	product[15]	4.64	51
global route	product[14]	3.58	52
finish	product[15]	4.62	51
## Yosys cell counts, types with 5 or more instances
master    number  area (um^2)
nand2_1       85          319
xnor2_1       64          561
ha_1          63          788
a21oi_1       44          220
inv_1         43          161
nor2_1        39          146
xor2_1        38          333
o21ai_0       37          185
nand3_1       25          125
mux2_2        20          225
nand2b_1      20          125
nor3_1        20          100
a21o_1        19          143
clkbuf_1      14         52.6
a31oi_1       12         75.1
mux2i_1       11          110
a211oi_1       8         60.1
and3_1         8         50.1
fa_1           8          160
nand4_1        7         43.8
nor2b_1        7         43.8
nor4_1         6         37.5
o21ai_1        6         30.0
o31ai_1        6         45.0
or3_1          6         37.5
and2_1         5         31.3
buf_2          5         25.0
## critical path, delay by kind of cell
kind / cells / cell delay (ns)
AOI/OAI and AO/OA: 18 / 3.69
buffers and inverters: 6 / 1.70
adders and majority gates: 9 / 3.20
xor gates and xnor gates: 5 / 1.18
and+or+nand+nor: 12 / 3.86
muxes: 1 / 0.39
## layer usage
layer,up-vias,share of wire (%)
met2,119,43
li1,2735,-
met5,-,0
met1,2382,52
met3,12,4.6
met4,0,0.92
## logic make-up after synthesis
logic type               after synthesis
multiplexers                          31
adder cells (fa/ha/maj)               71
XOR/XNOR                             108
AND-OR/OR-AND                        197
buffers and inverters                 75
AND/OR/NAND/NOR                      262
## report_power, final
part | total, mW | switching, mW | leakage [nW] | internal [mW]
Combinational | 0.640 | 0.315 | 2.44 | 0.326
Clock | 0 | 0 | 0 | 0
Sequential | 0 | 0 | 0 | 0
## metrics by stage
stage	setup WS [ns]	hold WS [ns]
3_5_place_dp	4.65	13.68
3_3_place_gp	4.77	13.68
6_report	4.62	13.68
5_1_grt	3.58	13.77
4_1_cts	4.64	13.68
2_1_floorplan	7.10	12.61
## cell type report
class,instances,area [um^2]
timing repair buffer,37,358
inverter,47,176
fill,1811,11500
multi-input combinational,669,5030
tap,225,282
Power is estimated from default activity; no workload was simulated.
