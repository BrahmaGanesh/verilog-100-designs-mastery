--- flow/run.sh ---
#!/bin/bash
# OpenROAD 26Q1-2900-gdf79404cd8, Yosys 0.63+post, stock flow scripts
make -C /OpenROAD-flow-scripts/flow DESIGN_CONFIG=/design/flow/config.mk WORK_HOME=/design/flow/orfs finish
--- flow/config.mk ---
export PLATFORM = sky130hd
export DESIGN_NAME = async_fifo
export DESIGN_NICKNAME = async_fifo
export VERILOG_FILES = /design/flow/design.v
export SDC_FILE = /design/flow/constraint.sdc
export NUM_CORES = 4
export LEC_CHECK = 1
export CORE_UTILIZATION = 40
--- flow/constraint.sdc ---
current_design async_fifo

set clk_period 4.2
set clk_io_pct 0.2

create_clock -name clk0 -period $clk_period [get_ports {rd_clk}]
create_clock -name clk1 -period $clk_period [get_ports {wr_clk}]

set non_clock_inputs [all_inputs -no_clocks]
set_input_delay [expr $clk_period * $clk_io_pct] -clock clk0 $non_clock_inputs
set_output_delay [expr $clk_period * $clk_io_pct] -clock clk0 [all_outputs]
--- flow/design.v ---
module async_fifo #(
    parameter DATA_WIDTH = 8,
    parameter ADDR_WIDTH = 4 
)(
    input  wire                  wr_clk,
    input  wire                  rd_clk,
    input  wire                  reset_n,
    input  wire                  wr_en,
    input  wire                  rd_en,
    input  wire [DATA_WIDTH-1:0] din,
    output reg  [DATA_WIDTH-1:0] dout,
    output wire                  full,
    output wire                  empty
);
    localparam DEPTH = 1 << ADDR_WIDTH;
    reg [DATA_WIDTH-1:0] mem [0:DEPTH-1];
    reg [ADDR_WIDTH:0] wr_ptr_bin, rd_ptr_bin;
    reg [ADDR_WIDTH:0] wr_ptr_gray, rd_ptr_gray;
    reg [ADDR_WIDTH:0] wr_ptr_gray_sync1, wr_ptr_gray_sync2;
    reg [ADDR_WIDTH:0] rd_ptr_gray_sync1, rd_ptr_gray_sync2;
    always @(posedge wr_clk or negedge reset_n) begin
        if (!reset_n) begin
            wr_ptr_bin <= 0;
            wr_ptr_gray <= 0;
        end else if (wr_en && !full) begin
            mem[wr_ptr_bin[ADDR_WIDTH-1:0]] <= din;
            wr_ptr_bin <= wr_ptr_bin + 1;
            wr_ptr_gray <= (wr_ptr_bin + 1) ^ ((wr_ptr_bin + 1) >> 1);
        end
    end
    always @(posedge rd_clk or negedge reset_n) begin
        if (!reset_n) begin
            rd_ptr_bin <= 0;
            rd_ptr_gray <= 0;
            dout <= 0;
        end else if (rd_en && !empty) begin
            dout <= mem[rd_ptr_bin[ADDR_WIDTH-1:0]];
            rd_ptr_bin <= rd_ptr_bin + 1;
            rd_ptr_gray <= (rd_ptr_bin + 1) ^ ((rd_ptr_bin + 1) >> 1);
        end
    end
    always @(posedge wr_clk or negedge reset_n) begin
        if (!reset_n) {rd_ptr_gray_sync1, rd_ptr_gray_sync2} <= 0;
        else begin
            rd_ptr_gray_sync1 <= rd_ptr_gray;
            rd_ptr_gray_sync2 <= rd_ptr_gray_sync1;
        end
    end
    always @(posedge rd_clk or negedge reset_n) begin
        if (!reset_n) {wr_ptr_gray_sync1, wr_ptr_gray_sync2} <= 0;
        else begin
            wr_ptr_gray_sync1 <= wr_ptr_gray;
            wr_ptr_gray_sync2 <= wr_ptr_gray_sync1;
        end
    end
    function [ADDR_WIDTH:0] gray2bin(input [ADDR_WIDTH:0] g);
        integer i;
        begin
            gray2bin[ADDR_WIDTH] = g[ADDR_WIDTH];
            for (i = ADDR_WIDTH-1; i >= 0; i = i-1)
                gray2bin[i] = gray2bin[i+1] ^ g[i];
        end
    endfunction
    wire [ADDR_WIDTH:0] rd_ptr_bin_sync = gray2bin(rd_ptr_gray_sync2);
    wire [ADDR_WIDTH:0] wr_ptr_bin_sync = gray2bin(wr_ptr_gray_sync2);
    assign empty = (rd_ptr_bin == wr_ptr_bin_sync);
    assign full  = ((wr_ptr_bin[ADDR_WIDTH] != rd_ptr_bin_sync[ADDR_WIDTH]) &&
                    (wr_ptr_bin[ADDR_WIDTH-1:0] == rd_ptr_bin_sync[ADDR_WIDTH-1:0]));
endmodule
==> run_results.csv <==
group,metric,value,unit
synth,synth_flop_count,176,
synth,synth-edff-count,128,
floorplanning,die_y,137,um
synth,fa_ha_area_share,1.36,%
setup_path,crit_path_start_kind,"register",
floorplanning,coreArea,0.0180,mm2
pwr,p_per_area,766,mW/mm2
routing,wirelength,16.3,mm
sta,drv_slew,0,
synth,yosysMostFrequentCell,"edfxtp_1",
global_routing,grt_pass1_wl,24.7,mm
routing,antennaDiodeCount,0,
job,tool_warnings,32,
synth,synth_stat.cells,489,
setup_path,cp_max_fo,17,
clock_tree,cts_hold_buf,0,
placed_design,place_hpwl,10.2,mm
sta,skew,0.0100,ns
sta,max_slew.worst_pin.slew,0.867,ns
floorplanning,chipArea,0.0189,mm2
floorplanning,fp_util,40.9,%
routing,drt_iter0_drc,324,
synth,top_cell_area_share,52.3,%
cells_and_area,drive_above_1_share,19.5,%
floorplanning,num_rows,49,
sta,tns,0,ns
synth,postSynthSeqShare,68.7,%
setup_path,crit_type,"register to output pin",
synth,yosys.stat.chipArea,0.00734,mm2
status,status,"finished, final reports clean",
setup_path,required,3.36,ns
cells_and_area,stdcell_area,0.00861,mm2
global_routing,first_global_vias,4243,
global_routing,grt_max_degree,47,
global_routing,antenna_found_initial,0,
synth,syn-cell-area,0.00734,mm2
clock_tree,clk_pin_slew,0.07,ns
synth,top_area_cell,"edfxtp_1",
placed_design,gp_congestion,0.890,
pwr,total_leakage_power,3.01,nW
synth,async_reset_ff_share,27.3,%
clock_tree,cts_resized,0,
sta,setup_viol,0,
synth,synth.area.top_cells,"edfxtp_1 52%, dfrtp_1 16%, mux2_2 2.9%",
synth,ys_top_logic_family,"AND-OR/OR-AND gates",
pwr,vdd_drop_max,604,uV
floorplanning,die_x,137,um
routing,num_vias,4275,
worst_hold_path,hold_class,"register to register",
cells_and_area,fill_cells,1485,
synth,synthXorXnorAreaFrac,3.58,%
synth,synth_cells,489,
routing,viasPerCell,5.57,
placed_design,port_buffers,21,
clock_tree,tritoncts,"yes",
synth,syn_area_per_cell,15.0,um2
worst_hold_path,hold_path.startpoint,"rd_ptr_gray[3]$_DFFE_PN0P_",
synth,aoi_share,11.4,%
placed_design,place_area,0.00793,mm2
setup_path,crit_path_end_kind,"output pin",
clock_tree,cts_sinks,176,
global_routing,track_usage,19.4,%
setup_path,cp-startpoint,"wr_ptr_bin[2]$_DFFE_PN0P_",
synth,yosysWarnings,2,
synth,synth_cell_types,57,
job,maxCapViolCount,0,
synth,ys_sh_simple,6.20,%
synth,synthMuxAreaShare,5.79,%
sta,rsz0062_at_grt,"false",
cells_and_area,syn_to_final_growth,17.3,%
routing,firstDrtPassIters,5,
setup_path,arrival,2.65,ns
clock_tree,post-cts-setup-buffers,0,
routing,antenna_left,0,
global_routing,overflow,0,
synth,synth.top_cells.by_count,"128 x edfxtp_1, 48 x dfrtp_1, 21 x xnor2_1",
sta,slew_headroom,42.1,%
routing,post_drt_wl_per_cell,21.2,um
routing,drc,0,
sta,hold_violations,0,
setup_path,regToRegStartpoint,"rd_ptr_bin[0]$_DFFE_PN0P_",
floorplanning,ios,23,
synth,ff_type,"edfxtp_1",
==> report_power, final <==
part           switching, mW  internal [mW]  total [mW]  leakage (nW)
logic                   1.31           1.07        2.38         0.966
registers              0.286           2.18        2.47          1.72
clock network          0.683           1.07        1.75         0.331
total                   2.28           4.32        6.60          3.01
==> layout make-up <==
cell class	instances	area (um2)	share of cell area, %
flip-flops and latches	176	5040	58.6
inverters	14	52.6	0.610
multi-input cells	267	2150	25.0
repair buffers	46	393	4.56
clock buffers	21	504	5.85
clock inverters	15	180	2.09
well taps	229	287	3.33
==> critical path, stage by stage, from the launching register on <==
cell and delay, ns:
dfrtp_1 0.75, xor2_1 0.27, nand2_1 0.12, a2bb2oi_2 0.23, nor2_2 0.10, buf_4 0.25, clkdlybuf4s50_1 0.51
==> cell families (layout without fill, tap and decap cells) <==
family / Yosys count / count (layout)
compound gates: 110 / 110
simple gates: 83 / 83
mux: 36 / 36
fa+ha+maj: 8 / 8
flops: 176 / 176
buf+inv: 46 / 96
xor+xnor: 30 / 30
==> metrics by stage <==
| step | std cells | util, % | setup slack [ns] | power [mW] | hold WS, ns |
|---|---|---|---|---|---|
| after floorplan | 489 | - | 1.55 | 4.15 | 0.331 |
| after CTS | 768 | 47.9 | 0.698 | 6.64 | 0.223 |
| after global routing | 768 | 47.9 | 0.569 | 6.98 | 0.229 |
| final | 768 | 47.9 | 0.710 | 6.60 | 0.228 |
| after global placement | 732 | 44.1 | 1.24 | 4.83 | 0.337 |
| after detailed placement | 732 | 44.1 | 1.20 | 4.86 | 0.338 |
==> metal layers <==
metal | up-vias | wire length, um | global-route usage (%)
li1 | 1969 | - | -
met1 | 2108 | 6700 | 26.7
met2 | 179 | 7580 | 29.2
met3 | 19 | 1750 | 10.4
met4 | 0 | 249 | 2.87
met5 | - | 0 | 0
==> state kept, by name (all words and copies together) (netlist names) <==
name,cells
wr_ptr_bin,5
rd_ptr_bin,5
rd_ptr_gray,5
rd_ptr_gray_sync1,5
wr_ptr_gray_sync1,5
wr_ptr_gray,5
dout,8
rd_ptr_gray_sync2,5
mem,128
wr_ptr_gray_sync2,5
==> cell usage in the layout (no fill, tap or decap), types with 6 or more instances in the layout <==
master           Yosys  layout
nor4_2               1       8
mux2_2              19      19
o21ai_0             14      14
nand2b_1             6       6
a221oi_1             7       7
a211oi_1             7       7
nand2_1             19      19
a22o_1              15      15
clkbuf_16            0      20
ha_1                 8       8
xnor2_1             21      21
a22oi_1             19      19
buf_4                2      25
a21oi_1             13      13
mux2i_1             10      10
inv_1               14      14
clkdlybuf4s50_1      0      20
dfrtp_1             48      48
xor2_1               9       9
nor2_1               8       8
nand3_1             18      18
edfxtp_1           128     128
==> worst paths after layout <==
check	to	slack, ns	cells after the start
setup / recovery	full	0.71	6
hold / removal	rd_ptr_gray_sync1[3]$_DFF_PN0_	0.23	0
setup reg to reg	dout[4]$_DFFE_PN0P_	1.38	8
hold reg to reg	rd_ptr_gray_sync1[3]$_DFF_PN0_	0.23	0
max in group clk1	mem[11][2]$_DFFE_PP_	1.64	7
max in group asynchronous	dout[3]$_DFFE_PN0P_	3.02	2
min in group asynchronous	wr_ptr_bin[3]$_DFFE_PN0P_	0.25	1
min in group clk0	wr_ptr_gray_sync2[0]$_DFF_PN0_	0.35	0
Power is estimated from default activity; no workload was simulated.
